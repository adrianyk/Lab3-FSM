### /design/flow/run.sh
#!/bin/bash
# OpenROAD 26Q1-2900-gdf79404cd8, Yosys 0.63+post, stock flow scripts
make -C /OpenROAD-flow-scripts/flow DESIGN_CONFIG=/design/flow/config.mk WORK_HOME=/design/flow/orfs finish
### /design/flow/config.mk
export PLATFORM = sky130hd
export DESIGN_NAME = lfsr
export DESIGN_NICKNAME = lfsr
export VERILOG_FILES = /design/flow/design.v
export SDC_FILE = /design/flow/constraint.sdc
export NUM_CORES = 4
export LEC_CHECK = 1
export CORE_AREA = 10 10 70 70
export DIE_AREA = 0 0 80 80
### /design/flow/constraint.sdc
current_design lfsr

set clk_period 1.6
set clk_io_pct 0.2

create_clock -name clk0 -period $clk_period [get_ports {clk}]

set non_clock_inputs [all_inputs -no_clocks]
set_input_delay [expr $clk_period * $clk_io_pct] -clock clk0 $non_clock_inputs
set_output_delay [expr $clk_period * $clk_io_pct] -clock clk0 [all_outputs]
### /design/flow/design.v
module lfsr (
    input logic           clk,
    input logic           rst,
    input logic           en,
    output logic [7:1]    data_out  
);
    logic [7:1]           sreg;  
    always_ff @(posedge clk, posedge rst) 
        if (rst)
            sreg <= 4'b1;
        else if (en)
            sreg <= {sreg[6:1], sreg[7] ^ sreg[3]}; 
    assign data_out = sreg;
endmodule
==> Changelog: implementation <==
## Implementation

- Status: finished, final reports clean
- Max-cap violation count: 0
- Log Warnings: 25
- # hold bufs at CTS: 0
- Worst setup EP type: output port
- I/O pin total: 10
- Commonest Layout Cell: clkdlybuf4s50_1
- Final setup TNS: 0 ns
- Flops out of synthesis: 7
- Synth warnings: 1
- DR WL met2: 289 um
- First-pass GRT wire length: 1010 um
- Synth top area share: 50.2%
- Placed cell count: 73
- DRC: 0
- Highest fanout seen on the critical path: 4
- Clk buf depth: 2
- DR pass1 iterations: 1
- Final Non-Filler Cells: 78
- Req. time, crit path: 1.28 ns
- Crit path DAT: 1.16 ns
- Most instantiated logic cells after routing: clkdlybuf4s50_1, mux2_4, dfrtp_1
- Clock slew seen by the registers of the worst setup and hold paths: 0.05 ns
- Vias/cell: 2.41
- Final Hold Fails: 0
- Post-Route WL: 632 um
- Core box area: 3420 um^2
- Worst ir drop on vdd: 0.513 mV
- Congestion Overflow GR: 0
- GRT Total Usage: 2.03%
- Root Buffer: clkbuf_4
- GPL Wtd Cong: 0.715
- Biggest regs: sreg x7
- Max Used Layer: met4
- Max reg flops: 7
- Crit start category: flip-flop
- Initial antenna violation count: 0
- Ys cells: 18
- Netlist cell types: 8
- Clock skew after layout: 0.00117 ns
- Rows: 21
- DIE WIDTH: 80 um
- Late-Pin Clk Latency: 0.25 ns
- Synthesized instance count: 18
- ANT nets after route: 0
- Pin count of the biggest net entering global routing: 9
- Number of I/O port buffers: 9
- WS Path Type: reg2out
- Synthesized cell area: 299 um^2
- Mean Syn Cell Area: 16.6 um^2
- Synth Seq Share: 59.0%
- Worst-Margin Slew: 0.253 ns
- Fmax achieved: 676 MHz
- Layout cells sized above 1: 37.5%
- Area reported by Yosys stat: 299 um^2
- Post-route clock period utilization: 92.5%
- Post-DR wirelength/cell: 8.10 um
- Final setup fails: 0
- Max Slew Vio Count: 0
- Top reg by flops: sreg
- Chip area: 6400 um^2
- Post-synth top area cell: dfrtp_1
- RSZ-0062 raised after global routing: false
- Slowest cell on the critical path: clkdlybuf4s50_1
- Met3 WL: 48 um
- P&R area growth vs syn: 60.3%
- Antenna cells: 0
- FP Core Util: 8.75%
- Chip height: 80 um
- Vias in the first global route: 202
- CP cell instances: clkdlybuf4s50_1
- Rel. slew slack: 83.1%
- Cell family with most CP delay: buffers and inverters
- CP peak stage delay: 0.50 ns
- Class of the worst hold path: in2async
- Final Critical Period: 1.48 ns
- Via count: 188
- CTS Buf Count: 3
- Clock Sinks: 7
- Leak: 0.205 nW
- PwrDens: 1780 nW/um^2
- H-tree Lvls: 1
- Buf/Inv on CP: 1
- CTS tree: yes
- Metal-1 WL: 270 um
- Iter 0 DRT Violations: 0
- Top cells by area: dfrtp_1, mux2_4, dfstp_2
-- per-stage QoR --
| stage | total power [mW] | utilization (%) | hold slack, ns | worst slack (ns) | area [um^2] |
|---|---|---|---|---|---|
| 6_report | 0.854 | 14.0 | 0.283 | 0.120 | 479 |
| 5_1_grt | 0.921 | 14.0 | 0.291 | 0.0264 | 479 |
| 4_1_cts | 0.881 | 14.0 | 0.286 | 0.0150 | 477 |
| 3_5_place_dp | 0.693 | 13.0 | 0.510 | 0.215 | 443 |
| 3_3_place_gp | 0.687 | 13.0 | 0.504 | 0.221 | 443 |
| 2_1_floorplan | 0.472 | - | 0.123 | 0.749 | 299 |
-- kinds of logic (layout without fill, tap and decap cells) --
family,count (synthesis),after routing,share of synthesized area (%)
buffers and inverters,2,16,5.02
DFF,7,7,59.0
and+or+nand+nor,1,1,1.25
muxes,6,6,30.1
xor gates and xnor gates,1,1,2.93
AOI/OAI and AO/OA,1,1,1.67
-- path summary, 6_finish.rpt --
path	startpoint	to	slack [ns]	cells after the start
setup / recovery	sreg[3]	data_out[3]	0.12	1
hold reg to reg	sreg[5]	sreg[6]	0.54	1
setup reg to reg	sreg[1]	sreg[2]	0.75	2
min in group clk0	sreg[5]	sreg[6]	0.54	1
hold / removal	rst	sreg[4]	0.28	2
max in group asynchronous	rst	sreg[1]	1.05	2
-- cell usage after synthesis, drive strengths merged --
cell type and number:
nor2 1, inv 1, dfstp 1, buf 1
dfrtp 6, a21oi 1, mux2 6, xnor2 1
-- area by class of cell --
type / count / area, um^2
fill: 405 / 2940
sequential: 7 / 176
multi-input combinational: 9 / 108
timing repair buffer: 11 / 108
tap: 46 / 57.6
clock buffer: 4 / 26.3
inverter: 1 / 3.75
-- power breakdown --
part / leakage (nW) / internal (mW) / switching, mW
combinational: 0.112 / 0.278 / 0.0659
clock: 0.0150 / 0.0954 / 0.0682
sequential: 0.0774 / 0.275 / 0.0714
-- routing by layer --
layer,global-route usage [%],vias to the layer above
li1,-,88
met1,2.36,88
met2,2.97,9
met3,1.14,3
met4,0.880,0
met5,0,-
-- what timing repair did --
item,in CTS,in global routing
setup buffers,1,0
endpoints found under the setup margin,1,1
gates resized,0,1
No activity file was given, so power comes from the tool's default toggle rates.
