## /design/flow/config.mk

```make
export PLATFORM = sky130hd
export DESIGN_NAME = delay
export DESIGN_NICKNAME = delay
export VERILOG_FILES = /design/flow/design.v
export SDC_FILE = /design/flow/constraint.sdc
export NUM_CORES = 4
export LEC_CHECK = 1
export CORE_AREA = 10 10 70 70
export DIE_AREA = 0 0 80 80
```

## /design/flow/constraint.sdc

```tcl
current_design delay

set clk_period 6.9
set clk_io_pct 0.2

create_clock -name clk0 -period $clk_period [get_ports {clk}]

set non_clock_inputs [all_inputs -no_clocks]
set_input_delay [expr $clk_period * $clk_io_pct] -clock clk0 $non_clock_inputs
set_output_delay [expr $clk_period * $clk_io_pct] -clock clk0 [all_outputs]
```

## /design/flow/design.v

```verilog
module delay #(
	parameter WIDTH = 10     
)(
    input   logic               clk,         
    input   logic               rst,         
    input   logic               trigger,     
    input   logic [WIDTH-1:0]   K,           
    output  logic               time_out     
);
    logic [WIDTH-1:0]   count = {WIDTH{1'b0}};             
    typedef enum {IDLE, COUNTING, TIME_OUT, WAIT_LOW}  my_state;
    my_state current_state, next_state;
    always_ff @(posedge clk)
        if (rst | trigger | count=={WIDTH{1'b0}}) count <= K - 1'b1;
        else                                count <= count - 1'b1;
    always_ff @(posedge clk)
        if (rst)    current_state <= IDLE;
        else        current_state <= next_state; 
    always_comb
        case (current_state)
            IDLE:       if (trigger==1'b1)  next_state = COUNTING;
                        else    next_state = current_state;
            COUNTING:   if (count=={WIDTH{1'b0}}) next_state = TIME_OUT;
                        else    next_state = current_state;
            TIME_OUT:   if (trigger==1'b1)  next_state = WAIT_LOW;
                        else    next_state = IDLE;
            WAIT_LOW:   if (trigger==1'b0)  next_state = IDLE;
                        else    next_state = current_state;
            default: next_state = IDLE;
        endcase
    always_comb
        case (current_state)
            IDLE:       time_out = 1'b0;
            COUNTING:   time_out = 1'b0;
            TIME_OUT:   time_out = 1'b1;
            WAIT_LOW:   time_out = 1'b0;
            default:    time_out = 1'b0;
        endcase
endmodule
```

## /design/flow/run.sh

```bash
#!/bin/bash
# OpenROAD 26Q1-2900-gdf79404cd8, Yosys 0.63+post, stock flow scripts
make -C /OpenROAD-flow-scripts/flow DESIGN_CONFIG=/design/flow/config.mk WORK_HOME=/design/flow/orfs finish
```

==> results_dict.tcl <==
# place-and-route summary
set metrics [dict create \
    tightest_slew_ns 0.679 \
    ir_worst_vdd_mv 0.0841 \
    die_area_mm2 0.00640 \
    reg2reg_depth 7 \
    routed_via_density 4.80 \
    grt_first_pass_wirelength_um 3120 \
    worstPathMaxFanout 14 \
    syn_avg_cell_area_um2 9.23 \
    maxSlewViolCount 0 \
    cts_max_path_buffers 2 \
    numClockSinks 14 \
    clock_latency_ns 0.27 \
    finalCritPeriodShare 0.541 \
    yosys_area_um2 803 \
    core_mm2 0.00342 \
    timing.fmax_mhz 268 \
    rsz0062_at_grt "no" \
    warning_count 25 \
    power.density_mw_per_mm2 180 \
    drc 0 \
    drive_gt1_frac 0.0784 \
    post_cts_buffers 0 \
    dr.pass1.iters 4 \
    dpl_cell_area_um2 986 \
    wl_per_cell_um 12.2 \
    status "finished, final reports clean" \
    tritoncts "done" \
    cap_violations 0 \
    drt_iter0_drc 44 \
    numCtsBuffers 3 \
    ys_cells 87 \
    htree_levels 1 \
    synth_seq_share 0.349 \
    ys_ff 14 \
    die_x_um 80 \
    cp.arrival_ns 3.90 \
    finClkSkew_ns 0.00221 \
    fin_setup_tns_ns 0 \
    synth_area_um2 803 \
    grt-ovfl-total 0 \
    path_class "in2reg" \
    setup_viol 0 \
    ys_warn_count 1 \
    rows 21 \
    route.vias.total 711 \
    port_buffers 13 \
    ioPinCount 14 \
    p_leak_nw 0.362 \
    die_h_um 80 \
    ys_types 31 \
    holdPathStages 1 \
    hold_viol 0 \
    synthCells 87 \
    antenna_found_initial 0 \
    holdCritPathClass "reg2reg" \
    grt_pass1_vias 720 \
    slew_headroom 0.547 \
    period_needed_ns 3.73 \
    routed_wl_um 1810 \
    clk_pin_slew_worst_paths_ns 0.07 \
    initCoreUtil 0.235 \
    endpoint_kind "register" \
    gp_congestion 0.859 \
    grt_use_total 0.0593 \
    crit_required_ns 7.06 \
    cts_hold_buf 0 \
    final_cell_area_mm2 0.00101 \
    syn2layout_area_growth_pct 25.5 \
    cts_resized 0 \
    grt_max_degree 15 \
    dp_hpwl_um 1460 \
    ctsRootBufferMaster "clkbuf_4" \
    antennaDiodeCount 0 \
    ant_nets 0 \
    cp-start-kind "input pin" \
]
## layout by cell type (no fill, tap or decap)
master / instances
a22o_1: 1
a22oi_1: 2
clkbuf_4: 3
clkdlybuf4s50_1: 13
dfxtp_1: 14
ha_1: 1
inv_1: 3
mux2_2: 1
mux2i_1: 7
nand2_1: 2
nand3_1: 1
nor2_1: 10
nor3_1: 6
nor3b_1: 5
nor4_1: 4
nor4b_1: 1
o2111ai_1: 1
o211a_1: 1
o211ai_1: 2
o21ai_0: 1
o21ai_1: 1
o21bai_1: 1
o311a_1: 1
o311ai_0: 4
o31ai_1: 1
o31ai_4: 1
or2_2: 2
or3_1: 2
or4_1: 2
or4_4: 1
xnor2_1: 5
xor2_1: 2
## final timing paths
path / end / slack (ns) / from
worst max-delay path: count[6]$_DFF_P_ / 3.17 / rst
worst min-delay path: current_state[1]$_DFF_P_ / 0.49 / current_state[2]$_DFF_P_
worst max register to register: count[6]$_DFF_P_ / 4.03 / count[9]$_DFF_P_
worst min register to register: current_state[1]$_DFF_P_ / 0.49 / current_state[2]$_DFF_P_
## worst max-delay path, stage by stage
cell and delay [ns]:
clkdlybuf4s50_1 0.51, nor2_1 0.53, o31ai_4 0.32, mux2i_1 0.26, ha_1 0.27, o311ai_0 0.20
xnor2_1 0.16, mux2_2 0.27
## kinds of logic after synthesis
family / synth area share
AND/OR/NAND/NOR: 0.252
AND-OR/OR-AND: 0.185
flip-flops: 0.349
multiplexers: 0.101
XOR/XNOR: 0.0763
buffers and inverters: 0.0202
adder cells (fa/ha/maj): 0.0156
## report_power, final
part	switching [mW]	leakage [nW]	internal [mW]
logic	0.0196	0.231	0.0205
registers	0.00912	0.117	0.0896
clock network	0.0229	0.0138	0.0202
total	0.0515	0.362	0.130
## area by class of cell
type | count | area (um2)
timing repair buffer | 13 | 130
sequential | 14 | 280
clock buffer | 3 | 22.5
inverter | 3 | 11.3
fill | 374 | 2410
tap | 46 | 57.6
multi-input combinational | 69 | 507
## metal layers
layer | wire length (um) | track usage | vias up
li1 | - | - | 370
met1 | 860 | 0.0761 | 321
met2 | 806 | 0.0947 | 18
met3 | 127 | 0.0239 | 2
met4 | 14 | 0.00528 | 0
met5 | 0 | 0 | -
## flip-flops by register name, indices dropped and copies added, names as in the netlist
signal,count
count,10
current_state,4
## through the flow
stage                     total power [mW]  hold slack [ns]  setup slack [ns]   util  instances
after detailed placement             0.140            0.478              2.90  0.289        145
after floorplan                      0.124            0.453              3.65      -         87
after CTS                            0.185            0.491              3.19  0.295        148
after global routing                 0.195            0.506              2.94  0.295        148
final                                0.182            0.491              3.17  0.295        148
after global placement               0.140            0.472              3.04  0.289        145
## synthesized netlist by cell type (all sizes together)
cell type	n	area, um2
a22o	1	8.76
a22oi	2	15.0
buf	1	5.00
dfxtp	14	280
ha	1	12.5
inv	3	11.3
mux2	1	11.3
mux2i	7	70.1
nand2	2	7.51
nand3	1	5.00
nor2	10	37.5
nor3	6	30.0
nor3b	5	37.5
nor4	4	25.0
nor4b	1	8.76
o2111ai	1	8.76
o211a	1	10.0
o211ai	2	15.0
o21ai	2	10.0
o21bai	1	7.51
o311a	1	10.0
o311ai	4	35.0
o31ai	2	28.8
or2	2	12.5
or3	2	12.5
or4	3	26.3
xnor2	5	43.8
xor2	2	17.5
No activity file was given, so power comes from the tool's default toggle rates.
