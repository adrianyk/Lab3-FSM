### flow/constraint.sdc
current_design top

set clk_period 7.2
set clk_io_pct 0.2

create_clock -name clk0 -period $clk_period [get_ports {clk}]

set non_clock_inputs [all_inputs -no_clocks]
set_input_delay [expr $clk_period * $clk_io_pct] -clock clk0 $non_clock_inputs
set_output_delay [expr $clk_period * $clk_io_pct] -clock clk0 [all_outputs]
### flow/design.v
module f1_fsm (
    input logic             rst,
    input logic             en,
    input logic             clk,
    output logic [7:0]      data_out
);
    typedef enum {S0, S1, S2, S3, S4, S5, S6, S7, S8} my_state;
    my_state current_state, next_state;
    always_ff @ (posedge clk, posedge rst)
        if (rst)    current_state <= S0;
        else        current_state <= next_state;
    always_comb 
        case (current_state)
            S0: if (en) next_state = S1;
                else    next_state = current_state;
            S1: if (en) next_state = S2;
                else    next_state = current_state;
            S2: if (en) next_state = S3;
                else    next_state = current_state;
            S3: if (en) next_state = S4;
                else    next_state = current_state;
            S4: if (en) next_state = S5;
                else    next_state = current_state;
            S5: if (en) next_state = S6;
                else    next_state = current_state;
            S6: if (en) next_state = S7;
                else    next_state = current_state;
            S7: if (en) next_state = S8;
                else    next_state = current_state;
            S8: if (en) next_state = S0;
                else    next_state = current_state;
            default: next_state = S0;
        endcase
    always_comb
        case (current_state)
            S0: data_out = 8'b0;
            S1: data_out = 8'b1;
            S2: data_out = 8'b11;
            S3: data_out = 8'b111;
            S4: data_out = 8'b1111;
            S5: data_out = 8'b11111;
            S6: data_out = 8'b111111;
            S7: data_out = 8'b1111111;
            S8: data_out = 8'b11111111;
            default: data_out = 8'b0;
        endcase
endmodule
module clktick #(
	parameter WIDTH = 16
)(
  input  logic             clk,       
  input  logic             rst,       
  input  logic             en,        
  input  logic [WIDTH-1:0] N,     	  
  output logic  		       tick       
);
logic [WIDTH-1:0] count;
always_ff @ (posedge clk)
    if (rst) begin
        tick <= 1'b0;
        count <= N;  
        end
    else if (en) begin
	    if (count == 0) begin
		    tick <= 1'b1;
		    count <= N;
	        end
	    else begin
		    tick <= 1'b0;
		    count <= count - 1'b1;
	        end
        end
endmodule
module top#(
	parameter WIDTH = 16
)(
    input  logic             clk,       
    input  logic             rst,       
    input  logic             en,        
    input  logic [WIDTH-1:0] N,     
    output logic [7:0]       data_out       
);
    logic  tick;
clktick clktick(
    .clk(clk),
    .en(en),
    .rst(rst),
    .N(N),
    .tick(tick)
);
f1_fsm f1_fsm(
    .rst(rst),
    .en(tick),
    .clk(clk),
    .data_out(data_out)
);
endmodule
### flow/config.mk
export PLATFORM = sky130hd
export DESIGN_NAME = top
export DESIGN_NICKNAME = top
export VERILOG_FILES = /design/flow/design.v
export SDC_FILE = /design/flow/constraint.sdc
export NUM_CORES = 4
export LEC_CHECK = 1
export CORE_AREA = 10 10 95 95
export DIE_AREA = 0 0 105 105
### flow/run.sh
#!/bin/bash
# OpenROAD 26Q1-2900-gdf79404cd8, Yosys 0.63+post, stock flow scripts
make -C /OpenROAD-flow-scripts/flow DESIGN_CONFIG=/design/flow/config.mk WORK_HOME=/design/flow/orfs finish
==> out/qor.yml <==
clock_tree:
  cts.clk_slew.worst_paths_ns: 0.07
  cts_tree: "built"
  root_buffer: "clkbuf_8"
  clk_path_buf_depth: 2
  postCtsSetupRepairBufs: 0
  clock-sinks: 21
  post_cts_resized: 0
  cts_buffers: 3
  cts_hold_buf: 0
  htree_levels: 1
  clk_latency_ns: 0.26
synthesis:
  netlist_area_um2: 1318
  synth_warnings: 2
  ys_sh_aoi_pct: 12.92
  netlist_instances: 131
  xor_share_pct: 10.64
  ys_seq_elements: 21
  syn_avg_cell_area_um2: 10.06
  ys_cells: 131
  simple_gate_share_pct: 22.03
  ys_seq_share_pct: 45.58
  logic_family: "simple AND/OR/NAND/NOR gates"
  synth_cell_type_count: 35
  ys_sh_mux_pct: 2.374
  yosys_area_um2: 1318
  adder_share_pct: 1.899
floorplan:
  core_um2: 6907
  io_pins: 27
  die_h_um: 105
  row_count: 30
  fp_util_pct: 19.08
  chipWidth_um: 105
  dieArea_um2: 11030
detailed_routing:
  drt_iter0_drc: 51
  wl_per_cell_um: 10.79
  first_pass_iters: 4
  drc: 0
  routed_wl_mm: 2.720
  antenna_left: 0
  antennaDiodeCount: 0
  vias: 964
  vias_per_cell: 3.825
timing:
  min_period_ns: 3.241
  finalSetupTns_ns: 0
  rsz0062_at_grt: "no"
  final_max_slew_viol_count: 0
  period_used_pct: 45.01
  clock.fmax_mhz: 308.6
  hold_viol: 0
  setup_slack_ns: 3.959
  worstMarginPinSlew_ns: 0.8467
  slew_headroom_pct: 43.43
  fin_skew_ns: 0.005864
  setup_viol: 0
worst_setup_path:
  crit_chain: "nor2_1 > nand3b_1 > nand2_1 > o21a_1 > clkdlybuf4s50_1"
  critPathBufInv: 1
  cpMaxStageDelayCell: "dfrtp_1"
  path_delay_family: "simple AND/OR/NAND/NOR gates"
  cp-start-kind: "flip-flop"
  required_ns: 5.76
  worst_setup_path_end_kind: "output port"
  worstPathMaxFanout: 7
  worst_path_largest_cell_delay_ns: 0.46
  crit_arrival_ns: 1.80
  critPathKind: "reg2out"
grt:
  grt_pass1_wl_mm: 4.581
  overflow: 0
  antenna_found_initial: 0
  grt_pass1_vias: 898
  grt_usage_pct: 4.964
  grt_max_degree: 31
place:
  place_congestion: 0.8120
  post_dp_cell_area_um2: 1668
  portBuffers: 26
  dp_slack_ns: 4.115
  hpwl_mm: 1.989
final_layout:
  final_cell_mix: "clkdlybuf4s50_1, nor2_1, edfxtp_1"
  final_common_cell: "clkdlybuf4s50_1"
  syn_to_final_growth_pct: 30.01
  final_area_um2: 1713
  fillerInstances: 738
  fin_util_pct: 24.80
  layout-drive-gt1-share_pct: 12.82
power_and_ir_drop:
  p_leak_nw: 0.5686
  p_per_area_nw_per_um2: 164.5
  ir_worst_vdd_v: 0.00007876
min_path:
  hold_path_class: "reg2reg"
job:
  cap_violations: 0
  log.warning_count: 26
status:
  status: "completed"
-- power breakdown --
part	switching (mW)	internal [mW]	total [mW]	leakage, nW
combinational	0.0215	0.0267	0.0483	0.326
sequential	0.0130	0.144	0.157	0.220
clock	0.0370	0.0394	0.0764	0.0228
-- per-layer routing --
layer | wire length [um] | GRT usage [%] | vias to the layer above
met1 | 1452 | 8.060 | 412
li1 | - | - | 512
met4 | 8 | 0.1961 | 0
met2 | 1020 | 6.272 | 38
met3 | 238 | 1.863 | 2
met5 | 0 | 0 | -
-- state kept, by name (all words and copies together) (netlist names) --
signal	count
clktick.count	16
clktick.tick	1
f1_fsm.current_state	4
-- layout make-up --
class | count | area, um2 | area share (%)
multi-input combinational | 98 | 656.9 | 38.35
sequential | 21 | 600.6 | 35.06
timing repair buffer | 27 | 267.8 | 15.63
tap | 96 | 120.1 | 7.012
clock buffer | 4 | 45.04 | 2.630
inverter | 6 | 22.52 | 1.315
-- Yosys cell counts (all sizes together) --
cell type  count  area share (%)
nor2          22             6.3
edfxtp        16              36
a21oi         13             7.8
xor2          11             7.3
nand2          8             2.3
inv            6             1.7
o21ai          5             1.9
xnor2          5             3.3
clkbuf         4             1.1
dfrtp          4             7.6
nor3           4             1.9
nand3          3             1.1
nand3b         3             1.7
nand4          3             1.4
nor4           3             3.0
a31oi          2            0.95
buf            2             1.7
ha             2             1.9
mux2i          2             1.5
or3            2            0.95
a41oi          1             1.2
and2           1            0.48
dfxtp          1             1.5
mux2           1            0.85
nand2b         1            0.48
nand4b         1            0.66
nor3b          1            0.57
nor4b          1            0.66
o21a           1            0.57
o22ai          1            0.48
or2            1            0.48
-- metrics by stage --
stage | total power, mW | cells | hold WS, ns
floorplan | 0.1894 | 131 | 0.4695
global placement | 0.2078 | 248 | 0.5178
global route | 0.2978 | 252 | 0.5752
CTS | 0.2849 | 252 | 0.5271
detailed placement | 0.2084 | 248 | 0.5045
finish | 0.2818 | 252 | 0.5264
-- cell families after synthesis --
kind of cell | after synthesis
AND-OR/OR-AND | 23
flip-flops | 21
buffers and inverters | 12
XOR/XNOR | 16
multiplexers | 3
adder cells (fa/ha/maj) | 2
AND/OR/NAND/NOR | 54
-- worst paths after layout --
path / cells past startpoint / endpoint / slack [ns] / start
worst min-delay path: 1 / f1_fsm.current_state[3] / 0.53 / clktick.tick
max in group asynchronous: 2 / f1_fsm.current_state[0] / 5.57 / rst
worst max-delay path: 5 / data_out[5] / 3.96 / f1_fsm.current_state[0]
worst min register to register: 1 / f1_fsm.current_state[3] / 0.53 / clktick.tick
min in group asynchronous: 2 / f1_fsm.current_state[3] / 1.48 / rst
worst max register to register: 6 / clktick.count[14] / 5.05 / clktick.count[0]
Power is estimated from default activity; no workload was simulated.
